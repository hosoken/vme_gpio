==> design.v <==
`timescale 1ns / 1ps
module top(
		SYSCLK,
		NIM_IN, NIM_OUT,
		ENC, SNC, SNINC, TRIG1, TRIG2,
		BUSY_IN, BUSY_OUT, CLEAR, LOCK,
		RESERVE_IN, RESERVE_OUT,
		FOUT1,FOUT2,FOUT3,FOUT4,
		FIN1, FIN2, FIN3,FIN4,
		FRS,FWS,FA,FDTACK,
		DATA
    );
	output FOUT1, FOUT2, FOUT3, FOUT4;
	input FIN1, FIN2, FIN3, FIN4;
	input [13:0] ENC;        
	input [9:0]  SNC;        
	input SNINC;             
	input TRIG1;             
	input TRIG2;             
	input BUSY_IN;           
	input CLEAR;             
	input LOCK;              
	input RESERVE_IN;        
	output RESERVE_OUT;      
	output BUSY_OUT;         
	input [15:0] NIM_IN;
	output [15:0] NIM_OUT;
	input SYSCLK;            
	input FRS;
	input FWS;
	input [4:0] FA;
	output FDTACK;
	inout [31:0] DATA;
   wire strig1;
	async_input_sync sync_trig1(SYSCLK, TRIG1, strig1);
	wire strig2;
	async_input_sync sync_trig2(SYSCLK, TRIG2, strig2);
	wire ssninc;
	async_input_sync sync_sninc(SYSCLK, SNINC, ssninc);
   wire sfws;
	async_input_sync sync_fws(SYSCLK, FWS, sfws);
	wire sfrs;
	async_input_sync sync_frs(SYSCLK, FRS, sfrs);
	assign FOUT1       = TRIG1;
	assign FOUT2       = TRIG2;
   assign FOUT3       = CLEAR;
	assign FOUT4       = RESERVE_IN;
   assign RESERVE_OUT = FIN4;
	assign BUSY_OUT    = BUSY_IN;
	wire rst;
	wire [31:0] ev_tag;
	wire [31:0] sp_tag;
	wire [31:0] in_reg;
	wire [31:0] tstamp;
	wire [31:0] LEVEL;
	wire [31:0] PULSE;
	time_stamp time_stamp(SYSCLK, strig1, ssninc, tstamp);
	event_tag event_tag(SYSCLK, strig2, LOCK, ENC, ev_tag);
	spill_tag spill_tag(SYSCLK, strig2, LOCK, SNC, sp_tag);
   input_register input_register(SYSCLK, NIM_IN, rst, in_reg);
	assign NIM_OUT = LEVEL[15:0] | PULSE[15:0];
	VME_cycle VME_cycle(SYSCLK, sfws, sfrs, FA, FDTACK, DATA, rst, ev_tag, sp_tag, in_reg, tstamp, LEVEL, PULSE);
endmodule
module async_input_sync(
   input clk,
   (* TIG="TRUE", IOB="FALSE" *) input async_in,
   output reg sync_out
);
   (* ASYNC_REG="TRUE", SHIFT_EXTRACT="NO", HBLKNM="sync_reg" *) reg [1:0] sreg;                                                                           
   always @(posedge clk) begin
     sync_out <= sreg[1];
     sreg <= {sreg[0], async_in};
   end
endmodule
module time_stamp(SYSCLK, TRIG1, SNINC, OREG);
	input SYSCLK, TRIG1, SNINC;
	output reg [31:0] OREG=32'd0;
	reg [1:0] trig1_e=2'd0;
	reg [1:0] sninc_e=2'd0;
	always @ (posedge SYSCLK) begin
		trig1_e <= {trig1_e[0],TRIG1};
		sninc_e <= {sninc_e[0],SNINC};
	end
	reg [31:0] counter=32'd0;
	always @ (posedge SYSCLK) begin
	   if( sninc_e==2'b01 ) counter <= 32'd0;
		else                 counter <= counter + 32'd1;
	end
	always @ (posedge SYSCLK) begin
		if( trig1_e==2'b01 ) OREG <= counter;
	end
endmodule
module event_tag(SYSCLK, TRIG2, LOCK, ENC, OREG);
	input SYSCLK, TRIG2, LOCK;
	input [13:0] ENC;
	output reg [31:0] OREG=32'd0;
	reg [1:0] trig2_e=2'd0;
	always @ (posedge SYSCLK) begin
		trig2_e <= {trig2_e[0],TRIG2};
	end
	always @ (posedge SYSCLK) begin
		if( trig2_e==2'b01 ) begin
			OREG <= {LOCK, 19'd0, ENC[13:2]};
		end
	end
endmodule
module spill_tag(SYSCLK, TRIG2, LOCK, SNC, OREG);
	input SYSCLK, TRIG2, LOCK;
	input [9:0] SNC;
	output reg [31:0] OREG=32'd0;
	reg [1:0] trig2_e=2'd0;
	always @ (posedge SYSCLK) begin
		trig2_e <= {trig2_e[0],TRIG2};
	end
	always @ (posedge SYSCLK) begin
		if( trig2_e==2'b01 ) begin
			OREG <= {LOCK, 23'd0, SNC[7:0]};
		end
	end
endmodule
module input_register(SYSCLK, IN, RST, OREG);
	input SYSCLK, RST;
	input [15:0] IN;
	output reg [31:0] OREG=32'd0;
   wire in1,in2,in3,in4,in5,in6,in7,in8,in9,in10,in11,in12,in13,in14,in15,in16;
	async_input_sync sync_in1(SYSCLK, IN[0], in1);
   async_input_sync sync_in2(SYSCLK, IN[1], in2);
	async_input_sync sync_in3(SYSCLK, IN[2], in3);
	async_input_sync sync_in4(SYSCLK, IN[3], in4);
	async_input_sync sync_in5(SYSCLK, IN[4], in5);
	async_input_sync sync_in6(SYSCLK, IN[5], in6);
	async_input_sync sync_in7(SYSCLK, IN[6], in7);
	async_input_sync sync_in8(SYSCLK, IN[7], in8);
	async_input_sync sync_in9(SYSCLK, IN[8], in9);
	async_input_sync sync_in10(SYSCLK, IN[9], in10);
	async_input_sync sync_in11(SYSCLK, IN[10], in11);
	async_input_sync sync_in12(SYSCLK, IN[11], in12);
	async_input_sync sync_in13(SYSCLK, IN[12], in13);
	async_input_sync sync_in14(SYSCLK, IN[13], in14);
	async_input_sync sync_in15(SYSCLK, IN[14], in15);
	async_input_sync sync_in16(SYSCLK, IN[15], in16);
	always @ (posedge SYSCLK) begin
	   if( RST ) OREG <= 32'd0;
		else OREG <= OREG | {16'd0,in16,in15,in14,in13,in12,in11,in10,in9,in8,in7,in6,in5,in4,in3,in2,in1};
	end
endmodule
module VME_cycle(SYSCLK, FWS, FRS, FA, DTACK, DATA, RST, ev_tag, sp_tag, in_reg, tstamp, LEVEL, PULSE);
	input SYSCLK, FWS, FRS;
	input [4:0] FA;
	inout [31:0] DATA;
	input [31:0] ev_tag;
	input [31:0] sp_tag;
	input [31:0] in_reg;
	input [31:0] tstamp;
	output reg [31:0] LEVEL=32'd0;
	output reg [31:0] PULSE=32'd0;
	output reg DTACK=1'b1;
	output reg RST=1'b0;
   reg [1:0] fws_e=2'd0;
	reg [1:0] frs_e=2'd0;
	always @ (posedge SYSCLK) begin
	   fws_e <= {fws_e[0],FWS};
		frs_e <= {frs_e[0],FRS};
	end
	reg [31:0] dummy=32'd0;
	always @ ( posedge SYSCLK ) begin
		if( fws_e==2'b01 ) begin
			if(FA==5'd3) dummy <= DATA;
			else if(FA==5'd5) RST <= 1'b1;
			else if(FA==5'd6) LEVEL <= DATA;
			else if(FA==5'd7) PULSE <= DATA;
		end
		else begin
			RST   <= 1'b0;
			PULSE <= 32'd0;
		end
	end
	reg [31:0] serial=32'd0;
   reg [31:0] bus_data=32'd0;
	always @ ( posedge SYSCLK ) begin
		if( frs_e==2'b01 ) begin
			case ( FA )
				5'd0  : bus_data <= ev_tag;
				5'd1  : bus_data <= sp_tag;
				5'd2  : begin
				        serial <= serial + 32'd1;
				        bus_data <= serial;
						  end
				5'd3  : bus_data <= dummy;
				5'd4  : bus_data <= in_reg;
				5'd6  : bus_data <= LEVEL;
				5'd8  : bus_data <= tstamp;
				default: bus_data <= 32'hFEFEFEFE;
			endcase
		end
	end
	assign DATA = (frs_e[1]==1'b1)? bus_data : 32'bz;
	always @ ( posedge SYSCLK ) begin
		if( frs_e[1]==1'b1 )      DTACK <= 1'b0;
		else if( fws_e[1]==1'b1 ) DTACK <= 1'b0;
		else               		  DTACK <= 1'b1;
	end
endmodule
==> run.sh <==
#!/bin/bash
# OpenROAD 26Q1-2900-gdf79404cd8, Yosys 0.63+post, stock flow scripts
make -C /OpenROAD-flow-scripts/flow DESIGN_CONFIG=/design/flow/config.mk WORK_HOME=/design/flow/orfs finish
==> config.mk <==
export PLATFORM = sky130hd
export DESIGN_NAME = top
export DESIGN_NICKNAME = top
export VERILOG_FILES = /design/flow/design.v
export SDC_FILE = /design/flow/constraint.sdc
export NUM_CORES = 4
export LEC_CHECK = 1
export CORE_UTILIZATION = 50
==> constraint.sdc <==
current_design top

set clk_period 7.0
set clk_io_pct 0.2

create_clock -name clk0 -period $clk_period [get_ports {SYSCLK}]

set non_clock_inputs [all_inputs -no_clocks]
set_input_delay [expr $clk_period * $clk_io_pct] -clock clk0 $non_clock_inputs
set_output_delay [expr $clk_period * $clk_io_pct] -clock clk0 [all_outputs]
==> CHANGELOG.md <==
### Physical design

* Outcome: stopped before the end
* Fail Step: 4_1_cts
* Log Error: [error] [KeplerFormal.cpp:679] Workflow failed: Iso has multiple drivers: .DATA0, DATA[0]$_DFFE_PN_.Q0
* Dominant flop cell: edfxtp_1
* FP Rows at around 54
* Adder Area Share at less than 1%
* YS warnings at 7
* Comb area leader: simple AND/OR/NAND/NOR gates
* Top area cell types: edfxtp_1 (48%), dfxtp_1 (25%), a22oi_1 (2.7%)
* Number of enable flip-flop cells at 181
* HPWL after DPL at between 15 and 20 mm
* Gpl congestion at approximately 0.9
* Largest area contributor in the netlist: edfxtp_1
* Post-CTS Setup Inserts at 0
* Mapped Cells at 839
* Clk root buf: clkbuf_16
* Initial Util at ~51%
* Die height at 152 um
* Avg Cell Area, Syn at ~13 sq um
* Die X at 152 um
* Max-area cell share at about half
* Number of cells in Yosys stat at 839
* CTS Hold Bufs at 0
* Pre-CTS setup slack at 2.95 ns
* H-tree levels at 2
* Yosys stat chip area at roughly 0.011 sq mm
* Port Buffers at about 66
* Ao+oa area frac at 7.46%
* Post-synthesis cell type count at between 40 and 50
* Seq/Total Area, Yosys at a little over 70%
* Cell area after synthesis at roughly 0.011 sq mm
* Simple-Gate Area Share at approximately 12%
* Clock Sink Count at 320
* CTS Buffer Depth at 3
* Number of register bits inferred by synthesis at between 300 and 400
* Num CTS Buffers at 34
* Post-cts sizing count at 0
* I/O pins at between 100 and 150
* Post-synth mux share at under 10%
* XOR Share, Synth at approximately 3.3%
* Post-synth ARST share at 0%
## cell usage after synthesis (2+ instances only)
cell	instances
buf_2	5
a222oi_1	8
nand2_1	70
or3_1	14
mux4_2	4
or2_2	16
nand4_1	20
dfxtp_1	139
or4_1	8
a22o_1	4
buf_1	2
nand2b_1	2
nor2b_1	6
nand3_1	44
mux2_2	4
nor2_1	62
xnor2_1	33
inv_1	6
a221oi_1	6
o21ai_0	5
nor3_1	10
a22oi_1	41
and4_1	4
ha_1	2
nor4_1	6
clkbuf_1	32
and3_1	8
nand4_2	2
o31ai_1	7
mux2i_1	6
buf_4	6
o21ai_1	9
edfxtp_1	181
xor2_1	9
a21oi_1	46
and2_1	3
## cells by family after synthesis
family | count (synthesis)
AND-OR/OR-AND | 128
XOR/XNOR | 42
adder cells (fa/ha/maj) | 2
buffers and inverters | 53
flip-flops | 320
multiplexers | 14
AND/OR/NAND/NOR | 280
## through the flow
step           hold slack [ns]  power, uW  cells  area (sq um)
3_3_place_gp             0.311       2240   1159         12300
3_5_place_dp             0.312       2240   1159         12300
2_1_floorplan            0.310       2170    839         11300
No activity file was given, so power comes from the tool's default toggle rates.
